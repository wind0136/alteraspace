`flow/config.mk`:
```
export PLATFORM = sky130hd
export DESIGN_NAME = counter8
export DESIGN_NICKNAME = counter8
export VERILOG_FILES = /design/flow/design.v
export SDC_FILE = /design/flow/constraint.sdc
export NUM_CORES = 4
export LEC_CHECK = 1
export CORE_AREA = 10 10 70 70
export DIE_AREA = 0 0 80 80
```
`flow/constraint.sdc`:
```
current_design counter8

set clk_period 1.8
set clk_io_pct 0.2

create_clock -name clk0 -period $clk_period [get_ports {clk}]

set non_clock_inputs [all_inputs -no_clocks]
set_input_delay [expr $clk_period * $clk_io_pct] -clock clk0 $non_clock_inputs
set_output_delay [expr $clk_period * $clk_io_pct] -clock clk0 [all_outputs]
```
`flow/design.v`:
```
module counter8(
		output[7:0] cout,
		input clk,
		input reset);
    reg[7:0] cout;
    always @(posedge clk)
    begin
            if(reset == 1)
                    cout <= 0;
            else
                    cout <= cout + 1;
    end
endmodule
```
`flow/run.sh`:
```
#!/bin/bash
# OpenROAD 26Q1-2900-gdf79404cd8, Yosys 0.63+post, stock flow scripts
make -C /OpenROAD-flow-scripts/flow DESIGN_CONFIG=/design/flow/config.mk WORK_HOME=/design/flow/orfs finish
```
==> impl_metrics.env <==
# source this file to load flow results
export IMPL_hp_class="reg2reg"
export IMPL_power_leakage_nw=0.1478
export IMPL_max_slew_worst_pin_slew_ns=0.3104
export IMPL_postCtsHoldBufs=0
export IMPL_switching_power_uw=74.38
export IMPL_drc=0
export IMPL_use_met1_pct=3.106
export IMPL_wl_per_cell_microns=7.956
export IMPL_crit_cells=1
export IMPL_setup_viol=0
export IMPL_critPathMaxFanout=5
export IMPL_grt_start_max_net_pins=9
export IMPL_antenna_found_initial=0
export IMPL_cts_htree_levels=1
export IMPL_cts_root_buffer="clkbuf_4"
export IMPL_setup_tns_ns=0
export IMPL_design_area_sq_um=470.5
export IMPL_grt_overflow_total=0
export IMPL_grt_busiest_layer="met1"
export IMPL_io_pins=10
export IMPL_r2r_start="cout[0]$_SDFF_PP0_"
export IMPL_post_cts_setup_buffers=0
export IMPL_grtUsageMet2_pct=2.568
export IMPL_io_buffer_count=9
export IMPL_grtUsageMet3_pct=2.841
export IMPL_via_count=268
export IMPL_p_int_uw=275.5
export IMPL_relSlewSlack_pct=79.24
export IMPL_fin_skew_ns=0.002085
export IMPL_insertion_delay_ns=0.25
export IMPL_ant_nets=0
export IMPL_rsz0062_at_grt="false"
export IMPL_endpoint="cout[2]"
export IMPL_outcome="complete, no violations"
export IMPL_cap_violations=0
export IMPL_hold_viol_final=0
export IMPL_powerDensity_mw_per_mm2=743.8
export IMPL_critical_path_arrival_ns=1.17
export IMPL_ys_cells=33
export IMPL_clock_power_share_pct=39.2
export IMPL_cts_inserted_buffers=3
export IMPL_rrSetupSlack_ns=0.48
export IMPL_r2r_end="cout[6]$_SDFF_PP0_"
export IMPL_cp_buffers_inverters=1
export IMPL_reg2reg_depth=4
export IMPL_final_layout_size_suffix_gt1_share_pct=9.091
export IMPL_row_count=21
export IMPL_cp_slowest_cell="clkdlybuf4s50_1"
export IMPL_ys_area_sq_um=304.0
export IMPL_synth_cell_types=15
export IMPL_core_area_sq_mm=0.003416
export IMPL_whs_ns=0.4723
export IMPL_max_clock_freq_mhz=651.6
export IMPL_grt_pass1_wl_microns=1221
export IMPL_grt_pass1_vias=267
export IMPL_avgViaCountPerCell=2.978
export IMPL_fin_crit_sh_pct=85.25
export IMPL_final_max_slew_viol_count=0
export IMPL_cts_tree="done"
export IMPL_critPathRequiredTime_ns=1.44
export IMPL_critical_path_max_stage_delay_ns=0.51
export IMPL_globalplace_congestion=0.7467
export IMPL_cp_end_kind="output pin"
export IMPL_dpl_cell_area_sq_um=447.9
export IMPL_cp_start_kind="flop"
export IMPL_switching_share_pct=21.26
export IMPL_regMostFlops="cout"
export IMPL_yosysWarnings=1
export IMPL_initial_utilization_pct=8.901
export IMPL_fp_dieArea_sq_mm=0.006400
export IMPL_syn_to_final_growth_pct=54.73
export IMPL_clock_sinks=8
export IMPL_drt_initial_drc_count=7
export IMPL_final_core_util_pct=13.77
export IMPL_finalWirelength_microns=716
export IMPL_warning_count=25
export IMPL_cts_buffer_depth=2
export IMPL_die_x_microns=80
export IMPL_worst_setup_path_type="reg2out"
export IMPL_post_cts_resized=0
export IMPL_drt_pass1_iter_count=3
export IMPL_crit_family="buffers and inverters"
export IMPL_ys_seq_share_pct=52.67
export IMPL_synthesis_instances=33
export IMPL_largest_reg_flops=8
export IMPL_synth_area_sq_um=304.0
export IMPL_comb_power_share_pct=6.7
export IMPL_path_cells="clkdlybuf4s50_1"
export IMPL_diodes=0
export IMPL_fin_crit_ns=1.535
export IMPL_grt_use_total_pct=2.445
export IMPL_power_frac_seq_pct=54.1
export IMPL_peakVddDrop_v=0.0002992
export IMPL_crit_start="cout[2]$_SDFF_PP0_"
export IMPL_syn_avg_cell_area_sq_um=9.213
export IMPL_clk_pin_slew_ns=0.05
export IMPL_ys_ff=8
export IMPL_die_y_microns=80
export IMPL_reg_largest_list="cout (8)"
==> worst register-to-register path, stage by stage, from the launching register on <==
cell and delay (ns):
dfxtp_1 0.38, ha_1 0.20, nand3_1 0.15, or3_1 0.37, a21oi_1 0.15
==> cell families (layout without fill, tap and decap cells) <==
logic type / count (synthesis) / in the layout / share of synthesized area, %
xor+xnor: 3 / 3 / 8.644
flops: 8 / 8 / 52.67
simple gates: 13 / 13 / 22.22
compound gates: 6 / 6 / 9.874
buf+inv: 2 / 13 / 2.467
fa+ha+maj: 1 / 1 / 4.115
==> Yosys cell counts <==
cell type	number	area share [%]
inv_1	1	1.2
ha_1	1	4.1
nand4_1	1	2.1
nand2_1	1	1.2
clkbuf_1	1	1.2
nor2b_1	1	2.1
and3_2	1	2.5
or3_1	3	6.2
nand3_1	2	3.3
xnor2_1	2	5.8
nor2_1	4	4.9
o21ai_0	3	4.9
xor2_1	1	2.9
dfxtp_1	8	53
a21oi_1	3	4.9
==> metal layers <==
layer  up-vias  part of all wire (%)
met5         -                     0
met3         0                    23
met4         0                     0
met1       116                    51
met2        14                    26
li1        138                     -
==> metrics by stage <==
| stage | setup WS (ns) | total power [mW] | std cells |
|---|---|---|---|
| finish | 0.2654 | 0.3499 | 90 |
| global route | 0.2017 | 0.3679 | 90 |
| CTS | 0.2576 | 0.3529 | 90 |
| detailed placement | 0.5060 | 0.2166 | 87 |
| global placement | 0.5428 | 0.2153 | 87 |
| floorplan | 0.6308 | 0.2003 | 33 |
==> layout by cell type, fill, tap and decap left out, drive strengths merged <==
cell type      instances
nand3                  2
nand4                  1
ha                     1
clkdlybuf4s50          9
xor2                   1
nand2                  1
dfxtp                  8
or3                    3
nor2b                  1
clkbuf                 3
and3                   1
nor2                   4
o21ai                  3
a21oi                  3
inv                    1
xnor2                  2
==> power groups by stage <==
| stage | combinational, mW | sequential [mW] | clock (mW) |
|---|---|---|---|
| CTS | 0.0242 | 0.189 | 0.140 |
| global route | 0.0275 | 0.191 | 0.150 |
| finish | 0.0236 | 0.189 | 0.137 |
==> cell type report <==
cell class / instances / area [sq um]
Fill cell: 393 / 2945
Sequential cell: 8 / 160.2
Multi-Input combinational cell: 23 / 136.4
Timing Repair Buffer: 9 / 90.09
Tap cell: 46 / 57.56
Clock buffer: 3 / 22.52
Inverter: 1 / 3.754
==> worst min path at each step <==
stage / depth (start not counted) / slack [ns] / startpoint / endpoint
final: 1 / 0.47 / cout[0]$_SDFF_PP0_ / cout[0]$_SDFF_PP0_
after global routing: 1 / 0.51 / cout[0]$_SDFF_PP0_ / cout[0]$_SDFF_PP0_
after CTS: 1 / 0.48 / cout[0]$_SDFF_PP0_ / cout[0]$_SDFF_PP0_
Power figures rest on the tool's default switching activity, not on a simulated workload.
