==> design.v <==
module add_count4(
        output cout,
        output[3:0] qout,
        input[3:0] data,
        input clk, input reset, input load);
    reg[3:0] qout;
    always @(posedge clk)
    begin
        if (!reset) qout = 4'h0;
        else if (load) qout = data;
        else qout = qout + 1;
    end
    assign cout = (qout == 4'hf)?1:0;
endmodule
==> run.sh <==
#!/bin/bash
# OpenROAD 26Q1-2900-gdf79404cd8, Yosys 0.63+post, stock flow scripts
make -C /OpenROAD-flow-scripts/flow DESIGN_CONFIG=/design/flow/config.mk WORK_HOME=/design/flow/orfs finish
==> config.mk <==
export PLATFORM = sky130hd
export DESIGN_NAME = add_count4
export DESIGN_NICKNAME = add_count4
export VERILOG_FILES = /design/flow/design.v
export SDC_FILE = /design/flow/constraint.sdc
export NUM_CORES = 4
export LEC_CHECK = 1
export CORE_AREA = 10 10 70 70
export DIE_AREA = 0 0 80 80
==> constraint.sdc <==
current_design add_count4

set clk_period 1.0
set clk_io_pct 0.2

create_clock -name clk0 -period $clk_period [get_ports {clk}]

set non_clock_inputs [all_inputs -no_clocks]
set_input_delay [expr $clk_period * $clk_io_pct] -clock clk0 $non_clock_inputs
set_output_delay [expr $clk_period * $clk_io_pct] -clock clk0 [all_outputs]
==> results.ini <==
[placed_design]
io_buffers = 11
dpl.cell_count = 83
finalWeightedCongestion = 0.7531

[sta]
holdWs_ps = 437.7
maxSlewViolCount = 0
fin_crit_sh_pct = 115.7
slew_headroom_pct = 86.68
timing.fmax_mhz = 864.1
worst_clock_skew_ps = 0.6367
tns_ps = -368.4
setup_violations = 4
fin_ws_ps = -157.2
rsz0062_at_grt = true
hold_viol = 0
timing.final.crit_period_ps = 1157
worst_slew_pin_slew_ps = 199.7

[route]
first_iter_violations = 5
n_antenna_cell = 0
ant_nets = 0
vias = 246
firstDrtPassIters = 2
drc = 0
via_per_inst = 2.703
routed_wirelength_um = 927
detail_route.wl_per_cell_um = 10.19

[clocking]
htreeDepth = 1
clkTransAtPathRegs_ps = 40
clk_path_buf_depth = 2
cts-root-buf = clkbuf_4
clk_latency_ps = 240
hold_buffers = 0
cts_tree = done
numCtsBuffers = 3
clock-sinks = 4

[synth]
netlist_area_um2 = 198.9
top_area_cell = dfxtp_1
syn_area_per_cell_um2 = 10.47
ys_types = 15
synth-seq-area-share_pct = 40.25
ys.flops = 4
ys_chip_area_um2 = 198.9
ys_cells = 19
yosys_warnings = 1
yosys-top-cells-area = dfxtp_1, ha_1, nand2b_1
top_area_share_pct = 40.25
netlist_instances = 19

[grt]
grtUsageTotal_pct = 2.937
antenna_found_initial = 0
grt_pass1_vias = 293
grt_max_degree = 7
grt_pass1_wl_mm = 1.407
grt-ovfl-total = 0

[floorplanning]
die_x_um = 80
num_rows = 21
num_io_pins = 12
core_area_mm2 = 0.003416
dieHeight_um = 80
fp-utilization_pct = 5.824
die_area_mm2 = 0.006400

[setup_path]
reg2reg_to = qout[3]
crit_type = reg2out
arrival_ps = 960
cp-end-kind = output port
rr_worst_depth = 4
start_kind = register
worstPathRequired_ps = 800
reg2reg_from = qout[0]
reg2reg_slack_ps = -150
path_max_fanout = 2

[final_layout]
largest_register_ffs = 4
final_util_pct = 15.05
lay_top_cells = buf_6, buf_4, clkdlybuf4s50_1, clkbuf_4, dfxtp_2
layout-drive-gt1-share_pct = 57.78
area_delta_synth_final_pct = 158.5
layout_top_cell = buf_6
final_cells = 91

[run]
warnings = 27
drv_cap = 0

[worst_hold_path]
hp-start = load
hold_depth = 3
hold_class = in2reg
hold_end = qout[0]

[outcome]
status = finished, violations left
violations = setup timing

[power_and_ir_drop]
power.leakage_nw = 0.2292
power_uw = 557.0
irDropWorstVdd_v = 0.0003086
power_density_mw_per_mm2 = 1083

-- final cells by class --
type,count,area (um^2)
clock buffers,3,22.52
multi-input cells,15,131.4
flip-flops and latches,4,87.58
repair buffers,23,215.2
fillers,386,2902
well taps,46,57.56
-- cells in the mapped netlist --
cell      count
mux2i_1       1
ha_1          1
or2b_1        1
a311o_2       1
nand3_1       1
o211a_1       1
nor2b_1       1
xor2_1        1
a21boi_0      1
dfxtp_1       4
o2111a_1      1
or2_0         1
nand2b_1      2
nand2_1       1
and3_1        1
-- stage by stage --
step,area [um^2],setup slack (ps)
2_1_floorplan,198.9,29.12
3_3_place_gp,419.2,-278.3
3_5_place_dp,419.2,-294.7
4_1_cts,510.5,-176.2
5_1_grt,514.2,-194.7
6_report,514.2,-157.2
-- worst max-delay path, cell delays in order (launching register included) --
cell,delay (ps)
dfxtp_2,330
ha_4,160
and3_1,130
buf_2,110
-- kinds of logic after synthesis --
group                    after synthesis  share of synthesized area [%]
adder cells (fa/ha/maj)                1                          6.288
AND/OR/NAND/NOR                        8                          23.90
flip-flops                             4                          40.25
XOR/XNOR                               1                          4.403
AND-OR/OR-AND                          4                          20.13
multiplexers                           1                          5.032
-- worst max path at each step --
stage	cells past startpoint	slack, ps	end	startpoint
after global routing	3	-190	cout	qout[1]
after CTS	3	-180	cout	qout[1]
final	3	-160	cout	qout[1]
-- timing repair --
action	4_1_cts	5_1_grt
setup buffers	7	0
resized	32	3
pin swaps	5	3
endpoints found under the setup margin	8	7
-- routing by layer --
| metal | part of all wire (%) | vias up | global-route usage [%] |
|---|---|---|---|
| met3 | 25 | 2 | 3.977 |
| met2 | 25 | 16 | 2.729 |
| met5 | 0 | - | 0 |
| met4 | 0.97 | 0 | 0.1761 |
| li1 | - | 123 | - |
| met1 | 49 | 105 | 3.775 |
-- report_power, final --
| group | switching [mW] | internal, mW |
|---|---|---|
| Clock | 0.0720 | 0.135 |
| Sequential | 0.0117 | 0.175 |
| Combinational | 0.0509 | 0.113 |
| Total | 0.135 | 0.422 |
