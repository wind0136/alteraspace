File: ./config.mk
export PLATFORM = sky130hd
export DESIGN_NAME = easy_alu
export DESIGN_NICKNAME = easy_alu
export VERILOG_FILES = /design/flow/design.v
export SDC_FILE = /design/flow/constraint.sdc
export NUM_CORES = 4
export LEC_CHECK = 1
export CORE_AREA = 10 10 73 73
export DIE_AREA = 0 0 83 83
File: ./constraint.sdc
current_design easy_alu

set clk_period 8.2
set clk_io_pct 0.2

create_clock -name clk0 -period $clk_period

set non_clock_inputs [all_inputs -no_clocks]
set_input_delay [expr $clk_period * $clk_io_pct] -clock clk0 $non_clock_inputs
set_output_delay [expr $clk_period * $clk_io_pct] -clock clk0 [all_outputs]
File: ./design.v
module easy_alu(
        output[7:0] out,
        input [3:0] opcode,
        input[7:0] a,
        input[7:0] b,
        input clk);
    reg cout;
    reg[7:0] out;
    always @(clk)
        case (opcode)
            3'd0: out = a + b;
            3'd1: out = a - b;
            3'd2: out = a & b;
            3'd3: out = a | b;
            3'd4: out = ~a;
            default out = 8'hx;
        endcase
endmodule
File: ./run.sh
#!/bin/bash
# OpenROAD 26Q1-2900-gdf79404cd8, Yosys 0.63+post, stock flow scripts
make -C /OpenROAD-flow-scripts/flow DESIGN_CONFIG=/design/flow/config.mk WORK_HOME=/design/flow/orfs finish
==> impl_metrics.env <==
# yosys + openroad results
export IMPL_syn_area_per_cell_um2=8.44
export IMPL_grt_pass1_vias=735
export IMPL_path_depth=11
export IMPL_grt_max_degree=11
export IMPL_drive_gt1_share_pct=10.3
export IMPL_crit_start="opcode[0]"
export IMPL_ff_count=0
export IMPL_post_cts_buffers=0
export IMPL_total_power_mw=0.0843
export IMPL_row_count=22
export IMPL_ys_types=28
export IMPL_dp_hpwl_um=1700
export IMPL_use_met1_pct=7.71
export IMPL_cp_top_family="buffers and inverters"
export IMPL_final_cell_count_no_fill=164
export IMPL_final_area_um2=1070
export IMPL_worstMarginPinSlew_ns=0.688
export IMPL_initial_utilization_pct=20.5
export IMPL_antenna_found_initial=0
export IMPL_diodes=0
export IMPL_hold_ws_ns=4.33
export IMPL_hold_path_class="input port to output port"
export IMPL_busiest_layer="met2"
export IMPL_synth_warnings=1
export IMPL_slew_headroom_pct=53.9
export IMPL_postPlaceCellArea_um2=1070
export IMPL_required_ns=6.56
export IMPL_drt_iter0_drc=15
export IMPL_die_width_um=83
export IMPL_ys_area_um2=768
export IMPL_grt_met2_usage_pct=9.15
export IMPL_cts_resized=0
export IMPL_hold_buffers=0
export IMPL_critPathMostFrequentCell="clkdlybuf4s50_1"
export IMPL_log_warning_count=35
export IMPL_synth_area_um2=768
export IMPL_first_pass_iters=3
export IMPL_finalClockPeriodUsage_pct=81.4
export IMPL_ys_seq_share_pct=0
export IMPL_p_leak_nw=0.406
export IMPL_crit_buf_inv=2
export IMPL_wire_per_inst_um=11.9
export IMPL_ios=29
export IMPL_place_gp_congestion=0.813
export IMPL_setup_viol=0
export IMPL_chipArea_um2=6890
export IMPL_synth_cells=91
export IMPL_tns_ns=0
export IMPL_area_growth_pct=38.8
export IMPL_portBuffers=28
export IMPL_use_met3_pct=0.492
export IMPL_status="finished clean"
export IMPL_grt_overflow=0
export IMPL_max_stage_delay_ns=0.75
export IMPL_viasPerCell=4.40
export IMPL_crit_chain="clkdlybuf4s50_1 > nor4b_4 > mux2_2 > fa_1 > nor2b_1 > o21ai_1 > a21boi_0 > o21a_1 > nor3_1 > o31ai_1 > clkdlybuf4s50_1"
export IMPL_dp_cells=164
export IMPL_vias=721
export IMPL_grt_pass1_wl_um=3380
export IMPL_critPathArrivalTime_ns=5.03
export IMPL_dieHeight_um=83
export IMPL_ys_cells=91
export IMPL_rsz0062_at_grt="no"
export IMPL_ir_drop_uv=44.0
export IMPL_clock_buffers=0
export IMPL_worst_path_max_delay_cell="clkdlybuf4s50_1"
export IMPL_ant_nets=0
export IMPL_start_kind="input port"
export IMPL_hold_viol=0
export IMPL_powerDensity_nw_per_um2=79.1
export IMPL_cp_endpoint="out[6]"
export IMPL_core_um2=3740
export IMPL_nFillCells=416
export IMPL_route_detailed_drc=0
export IMPL_fmax_ghz=0.150
export IMPL_max_cap_violations=0
export IMPL_wl_um=1960
export IMPL_crit_fanout=10
export IMPL_fin_crit_ns=6.67
export IMPL_crit_type="input port to output port"
export IMPL_globalRouteTotalUtil_pct=5.44
export IMPL_drv_slew=0
export IMPL_critPathCaptureType="output port"
export IMPL_seq_area_um2=0
==> area by class of cell <==
class / count / area, um^2 / area share, %
well taps: 48 / 60.1 / 5.63
multi-input cells: 77 / 684 / 64.2
repair buffers: 28 / 280 / 26.3
inverters: 11 / 41.3 / 3.87
==> synth_stat cells, types with 2 or more instances <==
cell	count	area (um^2)
xor2_1	3	26.3
nor3_1	3	15.0
xnor2_1	9	78.8
o21a_1	2	15.0
inv_1	11	41.3
ha_1	10	125
a31oi_1	4	25.0
nand2_1	10	37.5
a21oi_1	4	20.0
o221ai_2	7	105
buf_6	2	22.5
maj3_1	7	70.1
nor2_1	4	15.0
==> worst min-delay path by stage <==
stage         startpoint  endpoint  cells past startpoint
CTS                 a[0]    out[0]                      3
finish              a[0]    out[0]                      3
global route        a[0]    out[0]                      3
==> placed cells by master, fill, tap and decap left out, types with 2 or more instances in the layout <==
cell type        count
o21a_1               2
ha_1                10
a21oi_1              4
clkdlybuf4s50_1     28
xor2_1               3
nor2_1               4
a31oi_1              4
nor3_1               3
maj3_1               7
inv_1               11
xnor2_1              9
nand2_1             10
o221ai_2             7
==> metal layers <==
layer | share of wire [%] | wire length [um] | vias to the layer above
li1 | - | - | 382
met1 | 52 | 1010 | 324
met2 | 46 | 897 | 15
met3 | 2.3 | 45 | 0
met4 | 0 | 0 | 0
met5 | 0 | 0 | -
==> per-stage QoR <==
| stage | worst slack [ns] | utilization, % |
|---|---|---|
| floorplan | 3.00 | - |
| global placement | 1.52 | 28.5 |
| detailed placement | 1.49 | 28.5 |
| CTS | 1.48 | 28.5 |
| global route | 1.27 | 28.5 |
| finish | 1.53 | 28.5 |
==> cells by family after synthesis <==
family	synth area share (%)
buffers and inverters	10.9
and+or+nand+nor	18.9
xor gates and xnor gates	13.7
muxes	2.77
AOI/OAI and AO/OA	25.7
adders and majority gates	28.0
==> report_power, final <==
group	internal, mW	switching [mW]
Sequential	0	0
Combinational	0.0515	0.0328
Clock	0	0
Total	0.0515	0.0328
